==> run.sh <==
#!/bin/bash
# OpenROAD 26Q1-2900-gdf79404cd8, Yosys 0.63+post, stock flow scripts
make -C /OpenROAD-flow-scripts/flow DESIGN_CONFIG=/design/flow/config.mk WORK_HOME=/design/flow/orfs finish
==> config.mk <==
export PLATFORM = sky130hd
export DESIGN_NAME = day21
export DESIGN_NICKNAME = day21
export VERILOG_FILES = /design/flow/design.v
export SDC_FILE = /design/flow/constraint.sdc
export NUM_CORES = 4
export LEC_CHECK = 1
export CORE_AREA = 10 10 70 70
export DIE_AREA = 0 0 80 80
==> constraint.sdc <==
current_design day21

set clk_period 4.7
set clk_io_pct 0.2

create_clock -name clk0 -period $clk_period

set non_clock_inputs [all_inputs -no_clocks]
set_input_delay [expr $clk_period * $clk_io_pct] -clock clk0 $non_clock_inputs
set_output_delay [expr $clk_period * $clk_io_pct] -clock clk0 [all_outputs]
==> design.v <==
interface day44_if #(parameter NUM_PORTS = 8)();
	logic [NUM_PORTS-1:0] req, gnt;
endinterface
module day14 #(
  parameter NUM_PORTS = 4
)(
    input       wire[NUM_PORTS-1:0] req_i,
    output      wire[NUM_PORTS-1:0] gnt_o    
);
	logic grant_pending;
  logic [NUM_PORTS-1:0] gnt_o_ff;
  always_comb begin
    grant_pending = 1'b1;
    gnt_o_ff = '0;
    for(int i=0;i<NUM_PORTS;i++) begin
      if(req_i[i] && grant_pending)
        begin
          gnt_o_ff[i] = 1'b1;
          grant_pending = 1'b0;
        end
    end
  end
  assign gnt_o = gnt_o_ff;
endmodule
module day21 #(
  parameter WIDTH = 12
)(
  input       wire [WIDTH-1:0]  vec_i,
  output       wire [WIDTH-1:0]  second_bit_o
);
  logic [WIDTH-1:0] first,first_masked,second;
  day14 #(.NUM_PORTS(WIDTH)) first_lsb(	.req_i(vec_i),
                                      	.gnt_o(first));
  assign first_masked = vec_i & ~first;
  day14 #(.NUM_PORTS(WIDTH)) second_lsb(	.req_i(first_masked),
                                        	.gnt_o(second));
  assign second_bit_o = second;
endmodule
==> results.toml <==
# generated from flow reports
[power_and_ir_drop]
power.total_mw = 0.03978
leakage_nw = 0.2405
p_clk_frac = 0
combPwrFrac = 1.000
p_int_mw = 0.02244
seq_power_share = 0
netSwitchingPower_mw = 0.01734
swShare = 0.4359
worst_ir_drop_vdd_mv = 0.007909
cellPowerDensity_nw_per_um2 = 59.87

[sta]
maxSlewViolCount = 0
fin_crit_sh = 0.9113
hold_slack_ps = 2784
finalHoldViolCount = 0
rsz0062_at_grt = "false"
finalCriticalPeriod_ps = 4283
max_freq_mhz = 233.5
setup_tns_ps = 0
setup-violations-final = 0

[run]
warning_count = 32
drv_cap = 0

[placement]
gp_congestion = 0.7971
portBuffers = 23
hpwl_mm = 1.090

[critical_path]
cp_slowest_stage_delay_ps = 610
crit_path_end_kind = "output port"
cp.required_ps = 3760
crit_fanout = 12
critPathTopFamily = "simple AND/OR/NAND/NOR gates"
critPathLaunchType = "primary input"
cp_num_buf_inv = 2
worstSetupPathType = "primary input to output port"
worstPathArrival_ps = 3340
slowest_stage = "or4_4"
path_cells = "clkdlybuf4s50_1, or4_4, or4_4, a211oi_1, clkdlybuf4s50_1"

[global_routing]
grt_pass1_wl_mm = 2.228
grt_usage = 0.03971
grt_overflow = 0
antenna_found_initial = 0
grt_max_degree = 13
grt_pass1_vias = 477

[floorplan]
die_w_um = 80
chip_area_um2 = 6400
die_h_um = 80
io_pins = 24
core_area_um2 = 3416
rows = 21
fp_util = 0.1245

[clock_tree]
cts_setup_buffers = 0
cts_hold_buffers = 0
cts-resized-gates = 0

[cells_and_area]
lay_top_count = "clkdlybuf4s50_1"
seq_cells = 0
area_growth_pct = 56.18
regArea_um2 = 0
post-route-util = 0.1945
fill_cells = 387
drive_above_1_share = 0.1111
clockBufferCount = 0
most-common-layout-cells = "23 x clkdlybuf4s50_1, 10 x o21ai_0, 4 x nor2_1, 4 x a211oi_1"

[synth]
ys_types = 28
synth_seq_share = 0
ys_cells = 65
ys_area_um2 = 425.4
synth.yosys.warnings = 1
syn_avg_cell_area_um2 = 6.545
synthesis.area_um2 = 425.4
postSynthCellCount = 65

[status]
run_status = "complete, no violations"

[route]
vias = 531
drcViolationCount = 0
antenna_cells = 0
first_iter_violations = 141
first_pass_iters = 4
drt_wl_total_mm = 1.317
viasPerCell = 4.181
antenna_left = 0
drt-wirelength-per-cell_um = 10.37

[worst_hold_path]
hold_path.class = "primary input to output port"
synthesized netlist by cell type (all sizes together):
master,count,area [um^2]
a211o,2,20.02
a211oi,4,30.03
a221oi,1,8.760
a32o,1,10.01
and2,4,26.28
and3,2,12.51
buf,4,37.53
clkbuf,3,11.26
conb,1,3.750
inv,2,7.510
nand2,2,7.510
nand2b,3,18.77
nand3,1,5.000
nor2,4,15.01
nor3,3,15.01
nor3b,1,7.510
nor4,2,12.51
o211a,3,30.03
o21ai,10,50.05
o31ai,1,7.510
o32ai,1,8.760
or2,3,18.77
or3,2,12.51
or4,3,31.28
xor2,2,17.52
path summary, 6_finish.rpt:
kind	slack (ps)	start	cells past startpoint	endpoint
worst max-delay path	420	vec_i[0]	5	second_bit_o[11]
worst min-delay path	2780	vec_i[11]	4	second_bit_o[11]
per-stage QoR:
step	setup WS (ps)	area, um^2	std cells
2_1_floorplan	1447	425.4	65
4_1_cts	399.0	664.4	127
6_report	416.8	664.4	127
3_3_place_gp	454.1	664.4	127
5_1_grt	288.8	664.4	127
3_5_place_dp	399.6	664.4	127
kinds of logic after synthesis:
logic type | share of synthesized area
buffers and inverters | 0.1323
XOR/XNOR | 0.04118
AND/OR/NAND/NOR | 0.4294
other | 0.008815
AND-OR/OR-AND | 0.3883
metal layers:
metal	wire length (um)	track usage
met1	619	0.05801
met2	650	0.06661
met3	47	0.001136
met4	0	0
met5	0	0
power by group through the flow:
stage     clock network [mW]  registers (mW)  logic, mW
4_1_cts                    0               0     0.0401
6_report                   0               0     0.0398
5_1_grt                    0               0     0.0446
cell type report:
| cell class | instances | area [um^2] | share of cell area |
|---|---|---|---|
| inverter | 2 | 7.507 | 0.01130 |
| tap | 46 | 57.56 | 0.08663 |
| multi-input combinational | 56 | 369.1 | 0.5556 |
| timing repair buffer | 23 | 230.2 | 0.3465 |
worst min-delay path: cells and delay by family:
| family | cells | cell delay (ps) |
|---|---|---|
| buffers and inverters | 2 | 800 |
| AND/OR/NAND/NOR | 1 | 60 |
| AND-OR/OR-AND | 1 | 50 |
Power figures rest on the tool's default switching activity, not on a simulated workload.

$ cat ./constraint.sdc
current_design riscv_dmem

set clk_period 1.5
set clk_io_pct 0.2

create_clock -name clk0 -period $clk_period [get_ports {clk}]

set non_clock_inputs [all_inputs -no_clocks]
set_input_delay [expr $clk_period * $clk_io_pct] -clock clk0 $non_clock_inputs
set_output_delay [expr $clk_period * $clk_io_pct] -clock clk0 [all_outputs]
$ cat ./run.sh
#!/bin/bash
# OpenROAD 26Q1-2900-gdf79404cd8, Yosys 0.63+post, stock flow scripts
make -C /OpenROAD-flow-scripts/flow DESIGN_CONFIG=/design/flow/config.mk WORK_HOME=/design/flow/orfs finish
$ cat ./design.v
interface day44_if #(parameter NUM_PORTS = 8)();
	logic [NUM_PORTS-1:0] req, gnt;
endinterface
module riscv_dmem(
    input       wire        clk,
    input       wire        reset,
    input       wire        ex_dmem_valid_i,  
    input       wire[31:0]  ex_dmem_addr_i,
    input       wire[31:0]  ex_dmem_wdata_i,
    input       wire        ex_dmem_wnr_i,  
    output      wire        psel_o,
    output      wire        penable_o,
    output      wire[31:0]  paddr_o,
    output      wire        pwrite_o,
    output      wire[31:0]  pwdata_o,
    input       wire        pready_i,
    input       wire[31:0]  prdata_i,
    output      wire[31:0]  dmem_data_o,
    output      wire        dmem_done_o
);
typedef enum logic[1:0] {ST_IDLE = 2'b00, ST_SETUP = 2'b01, ST_ACCESS = 2'b10} apb_state_t;
apb_state_t nxt_state, curr_state;
logic[31:0] if_pc_q;
always_ff @(posedge clk or posedge reset)
	if(reset)
		curr_state <= ST_IDLE;
	else
		curr_state <= nxt_state;
always_comb begin
	nxt_state = curr_state;
	case(curr_state)
		ST_IDLE		:	nxt_state = ex_dmem_valid_i ? ST_SETUP : ST_IDLE;
		ST_SETUP	:	nxt_state = ST_ACCESS;
		ST_ACCESS	:	nxt_state = pready_i ? ST_IDLE : ST_ACCESS;
	endcase
end
assign psel_o = (curr_state == ST_SETUP) | (curr_state == ST_ACCESS);
assign penable_o = (curr_state == ST_ACCESS);
assign pwrite_o = ex_dmem_wnr_i;
assign pwdata_o = ex_dmem_wdata_i;
assign paddr_o = ex_dmem_addr_i;
assign dmem_done_o = penable_o && pready_i;
assign dmem_data_o = prdata_i;
endmodule
$ cat ./config.mk
export PLATFORM = sky130hd
export DESIGN_NAME = riscv_dmem
export DESIGN_NICKNAME = riscv_dmem
export VERILOG_FILES = /design/flow/design.v
export SDC_FILE = /design/flow/constraint.sdc
export NUM_CORES = 4
export LEC_CHECK = 1
export CORE_AREA = 10 10 86 86
export DIE_AREA = 0 0 96 96
==> impl_metrics.sql <==
-- flow metrics import
INSERT INTO impl_metrics (metric_group, metric, value, unit) VALUES
('synth', 'postSynth.asyncResetShare', '1.00', ''),
('route', 'wl', '1350', 'um'),
('layout', 'final_core_density', '0.0594', ''),
('clock_network', 'cts_num_sinks', '3', ''),
('final_timing', 'min_period', '1.39', 'ns'),
('layout', 'n_fill_cell', '666', ''),
('clock_network', 'cts-root-buf', 'clkbuf_8', ''),
('layout', 'share_of_layout_cells_above_drive_strength_1', '0.348', ''),
('floorplanning', 'io-pin-count', '201', ''),
('layout', 'top_regs', 'curr_state x3', ''),
('synth', 'yosys.cell_count.top_type', 'buf_4', ''),
('floorplanning', 'horizontal_die_dimension', '96', 'um'),
('synth', 'syn_inst', '108', ''),
('place', 'gp_congestion', '0.722', ''),
('place', 'dp_slack', '-0.181', 'ns'),
('floorplanning', 'floorplan.core_util', '0.154', ''),
('clock_network', 'cts_tree', 'done', ''),
('final_timing', 'final_hold_viol_count', '0', ''),
('setup_path', 'critical_path_class', 'flip-flop to output port', ''),
('layout', 'number_of_flip_flops_in_the_largest_register', '3', ''),
('clock_network', 'ctsHoldBuffers', '0', ''),
('final_timing', 'final_setup_violation_count', '0', ''),
('global_routing', 'grt_start_max_net_pins', '4', ''),
('final_timing', 'worst_slew_margin_rel', '0.923', ''),
('synth', 'synth_warnings', '1', ''),
('route', 'detail_route.first_pass.iterations', '2', ''),
('final_timing', 'timing_worst_slew_pin_value', '0.115', 'ns'),
('floorplanning', 'chipHeight', '96', 'um'),
('run', 'max_cap_viol_count', '0', ''),
('global_routing', 'overflow', '0', ''),
('final_timing', 'max_fclk', '0.717', 'GHz'),
('route', 'remaining_drc_errors', '0', ''),
('clock_network', 'clkLatencyLatePin', '0.21', 'ns'),
('global_routing', 'first_pass_grt_wire_length', '1660', 'um'),
('power', 'post-layout-total-power', '0.324', 'mW'),
('final_timing', 'grt_setup_unrepaired', 'no', ''),
('synth', 'avgSynthCellArea', '7.89', 'um2'),
('layout', 'area_growth_syn_to_layout', '-61.4', '%'),
('final_timing', 'final.setup_skew', '0.000697', 'ns'),
('route', 'antenna_violating_nets_post_route', '0', ''),
('floorplanning', 'placementRows', '27', ''),
('synth', 'yosys_area', '852', 'um2'),
('clock_network', 'tritoncts.num_buffers', '3', ''),
('power', 'power_density_over_the_cells', '985', 'nW/um2'),
('final_timing', 'setup_ws', '0.106', 'ns'),
('place', 'port_buffers', '6', ''),
('layout', 'top_reg_by_flops', 'curr_state', ''),
('setup_path', 'crit_required', '1.20', 'ns'),
('global_routing', 'grt_antenna_before_repair', '0', ''),
('synth', 'synth.cell_area', '852', 'um2'),
('global_routing', 'first_global_vias', '269', ''),
('setup_path', 'worst_ep_arrival_time', '1.09', 'ns'),
('synth', 'synth_stat.cells', '108', ''),
('route', 'antennaDiodeCount', '0', ''),
('setup_path', 'max_fanout_on_critical_path', '2', ''),
('clock_network', 'clkSlewWorstSetupHoldPaths', '0.03', 'ns'),
('clock_network', 'cts_max_path_buffers', '2', ''),
('floorplanning', 'coreArea', '5540', 'um2'),
('status', 'status', 'completed', ''),
('run', 'openroad.warnings', '25', ''),
('hold_path', 'hold_class', 'input pin to asynchronous set/reset pin', ''),
('synth', 'largest_area_cell', 'buf_4', ''),
('route', 'routedWlPerCell', '14.2', 'um'),
('final_timing', 'whs', '0.250', 'ns'),
('final_timing', 'final_max_slew_viol_count', '0', ''),
('route', 'routed_via_density', '2.63', ''),
('floorplanning', 'floorplan.die_area', '9220', 'um2'),
('global_routing', 'grt_use_total', '0.0256', ''),
('final_timing', 'tns', '0', 'ns'),
('setup_path', 'end_kind', 'output port', ''),
('route', 'drtIter0Drc', '3', ''),
('synth', 'synth.distinct_cells', '8', ''),
('final_timing', 'fin_crit_share', '0.929', ''),
('synth', 'ys_seq_elements', '3', ''),
('synth', 'edff_count_synth', '0', ''),
('synth', 'synth_top_flop_cell', 'dfrtp_1', ''),
('power', 'power.ir.vdd_worst', '0.247', 'mV'),
('synth', 'synthTopCellsByCount', '97 x buf_4, 3 x inv_1, 2 x a21o_1, 2 x dfrtp_1', ''),
('route', 'num_vias', '250', ''),
('power', 'p_leak', '0.162', 'nW'),
('synth', 'yosysTopAreaCellShare', '0.855', ''),
('setup_path', 'reg2regPathDepth', '3', ''),
('synth', 'topCellsByArea', 'buf_4 85%, dfrtp_1 5.9%, dfstp_2 3.1%', ''),
('setup_path', 'critPathLaunchType', 'flip-flop', ''),
('clock_network', 'clock_tree.htree_level_count', '1', ''),
('synth', 'synth-seq-area-share', '0.0896', '');
path summary, 6_finish.rpt:
check                              startpoint             to  slack (ns)
min in group clk0               curr_state[2]  curr_state[1]        0.45
max in group asynchronous               reset  curr_state[0]        1.04
worst max register to register  curr_state[1]  curr_state[1]        0.63
worst max-delay path            curr_state[1]         psel_o        0.11
worst min register to register  curr_state[2]  curr_state[1]        0.45
worst min-delay path                    reset  curr_state[1]        0.25
per-stage QoR:
step	std cells	instance area (um2)
floorplan	108	852
global placement	89	274
detailed placement	89	274
CTS	95	329
global route	95	329
finish	95	329
kinds of logic after synthesis:
kind of cell / count (synthesis) / share of synthesized area
compound gates: 2 / 0.0176
simple gates: 3 / 0.0250
flops: 3 / 0.0896
buf+inv: 100 / 0.868
cell type report:
type	count	area, um2	share of cell area
inverters	3	11.3	0.0342
multi-input cells	5	36.3	0.110
flip-flops and latches	3	76.3	0.232
repair buffers	8	70.1	0.213
well taps	72	90.1	0.274
clock buffers	4	45.0	0.137
critical path, cell delays in order (launching register included):
cell and delay, ns:
dfrtp_1 0.36, or2_2 0.28, dlygate4sd2_1 0.24
power by group:
group	total, mW	switching [mW]	internal (mW)	leakage, nW
logic	0.00989	0.00352	0.00637	0.101
clock network	0.233	0.0516	0.181	0.0228
registers	0.0816	0	0.0816	0.0383
placed cells by master (no fill, tap or decap), drive strengths merged:
cell,synthesis,layout
clkdlybuf4s50,0,2
or2,1,1
and2,2,2
dfstp,1,1
inv,3,3
dlygate4sd2,0,4
clkbuf,0,4
buf,97,2
a21o,2,2
dfrtp,2,2
per-layer routing:
| layer | GRT usage | up-vias | wire length, um |
|---|---|---|---|
| li1 | - | 55 | - |
| met1 | 0.00845 | 74 | 164 |
| met2 | 0.0112 | 73 | 334 |
| met3 | 0.0550 | 48 | 541 |
| met4 | 0.0614 | 0 | 306 |
| met5 | 0 | - | 0 |
what timing repair did:
item / 4_1_cts / 5_1_grt
setup buffers: 2 / 0
resized: 4 / 0
setup endpoints to repair: 2 / 0
No activity file was given, so power comes from the tool's default toggle rates.

<file path="./constraint.sdc">
current_design riscv_execute

set clk_period 20.0
set clk_io_pct 0.2

create_clock -name clk0 -period $clk_period

set non_clock_inputs [all_inputs -no_clocks]
set_input_delay [expr $clk_period * $clk_io_pct] -clock clk0 $non_clock_inputs
set_output_delay [expr $clk_period * $clk_io_pct] -clock clk0 [all_outputs]
</file>
<file path="./config.mk">
export PLATFORM = sky130hd
export DESIGN_NAME = riscv_execute
export DESIGN_NICKNAME = riscv_execute
export VERILOG_FILES = /design/flow/design.v
export SDC_FILE = /design/flow/constraint.sdc
export NUM_CORES = 4
export LEC_CHECK = 1
export CORE_UTILIZATION = 40
</file>
<file path="./design.v">
interface day44_if #(parameter NUM_PORTS = 8)();
	logic [NUM_PORTS-1:0] req, gnt;
endinterface
module riscv_execute(
    input       wire[31:0]      opr_a_i,
    input       wire[31:0]      opr_b_i,
    input       wire[3:0]       op_sel_i,
    output      wire[31:0]      ex_res_o
);
    localparam OP_ADD = 4'h0;
    localparam OP_SUB = 4'h1;
    localparam OP_SLL = 4'h2;
    localparam OP_LSR = 4'h3;
    localparam OP_ASR = 4'h4;
    localparam OP_OR  = 4'h5;
    localparam OP_AND = 4'h6;
    localparam OP_XOR = 4'h7;
    localparam OP_EQL = 4'h8;
    localparam OP_ULT = 4'h9;
    localparam OP_UGT = 4'hA;
    localparam OP_SLT = 4'hB;
    localparam OP_SGT = 4'hC;
    logic[31:0] alu_res;
    logic signed[31:0] signed_opr_a, signed_opr_b;
    assign signed_opr_a = opr_a_i;
    assign signed_opr_b = opr_b_i;
    always_comb begin
        alu_res = 32'h0;
        case (op_sel_i)
            OP_ADD: alu_res = opr_a_i + opr_b_i;
            OP_SUB: alu_res = opr_a_i - opr_b_i;
            OP_SLL: alu_res = opr_a_i << opr_b_i[4:0];
            OP_LSR: alu_res = opr_a_i >> opr_b_i[4:0];
            OP_ASR: alu_res = signed_opr_a >>> opr_b_i[4:0];
            OP_OR: alu_res  = opr_a_i | opr_b_i;
            OP_AND: alu_res = opr_a_i & opr_b_i;
            OP_XOR: alu_res = opr_a_i ^ opr_b_i;
            OP_EQL: alu_res = {31'h0,opr_a_i == opr_b_i};
            OP_ULT: alu_res = {31'h0, opr_a_i < opr_b_i};
            OP_UGT: alu_res = {31'h0, opr_a_i >= opr_b_i};
            OP_SLT: alu_res = {31'h0, signed_opr_a < signed_opr_b};
            OP_SGT: alu_res = {31'h0, signed_opr_a >= signed_opr_b};     
        endcase
    end
    assign ex_res_o = alu_res;
endmodule
</file>
<file path="./run.sh">
#!/bin/bash
# OpenROAD 26Q1-2900-gdf79404cd8, Yosys 0.63+post, stock flow scripts
make -C /OpenROAD-flow-scripts/flow DESIGN_CONFIG=/design/flow/config.mk WORK_HOME=/design/flow/orfs finish
</file>
==> summary.rpt <==
FLOW METRICS REPORT
----------------------------------------------------
[Detailed routing]
  Total via count in the routed design ........................ about 10000
  Count of unresolved DRC violations after routing ........................ 0
  ANT cells ........................ 0
  Routed Wire Length ........................ between 40000 and 50000 um
  DRT Pass-1 Iters ........................ 21
  Antenna-violating nets left ........................ 0
  Average wire per standard cell ........................ approximately 27 um
  Via density per instance ........................ 6.47
  Detailed Route Iter0 Violations ........................ 946

[STA]
  Final critical-path required period ........................ around 12000 ps
  Setup repair after global routing missed its margin ........................ no
  Maximum clock frequency ........................ between 80 and 90 MHz
  Final count of negative-setup-slack endpoints ........................ 0
  Count of final max-slew check failures ........................ 0
  Aggregate negative setup slack ........................ 0 ps
  Transition at the pin with the smallest max-transition slack ........................ approximately 920 ps
  Final hold violation count ........................ 0
  Share of the cycle needed by the critical path after routing ........................ 0.620
  Slew Limit Headroom ........................ 0.385
  Post-Route Hold Slack ........................ roughly 9100 ps

[Global route]
  Total routing usage reported by global routing ........................ 0.387
  Maximum number of pins on one net before global-route repair ........................ roughly 72
  Global-route congestion overflow total ........................ 0
  Vias in the first global route ........................ 9552
  Global-route wire length before repair ........................ 61700 um
  Number of antenna violations at the first check in global routing ........................ 0

[Worst setup path]
  Data required time at the worst endpoint ........................ 16000 ps
  Nature of the critical path endpoint ........................ primary output
  Type of origin of the critical path ........................ input pin
  Worst Setup Path Type ........................ in -> out
  Critical path data arrival time ........................ 8400 ps
  Crit-path max FO ........................ 51

[Cells and area]
  Sequential cell area ........................ 0 um2
  Fraction of layout cells with a size suffix above 1 ........................ 0.0756
  Post-Route Utilization ........................ 0.453
  Number of flip-flops and latches ........................ 0
  Final instance area ........................ 0.00950 mm2
  Area grow syn2layout ........................ 11.4%
  Number of clock buffers in the layout ........................ 0
  Final cell count without fillers ........................ between 1500 and 2000

[Yosys]
  Post-synthesis sequential area ratio ........................ 0
  Biggest area contributors in the synthesized netlist ........................ sky130_fd_sc_hd__ha_1 14%, sky130_fd_sc_hd__mux4_2 10%, sky130_fd_sc_hd__a21oi_1 8.2%
  Post-synthesis instance area ........................ 0.00853 mm2
  Number of cells produced by synthesis ........................ approximately 1300
  Number of distinct library cells after synthesis ........................ 76
  Most repeated cell in the gate-level netlist after synthesis ........................ sky130_fd_sc_hd__nor2_1
  Share of Yosys cell area claimed by the top area cell type ........................ 0.142
  Yosys stat chip area ........................ between 0.008 and 0.009 mm2
  Ys Warns ........................ 1
  Yosys cell count ........................ ~1300
  Synth top cells by count ........................ 144 x sky130_fd_sc_hd__nor2_1, 140 x sky130_fd_sc_hd__a21oi_1, 113 x sky130_fd_sc_hd__nand2_1
  Cell type contributing the most total cell area after synthesis ........................ sky130_fd_sc_hd__ha_1
  Post-synthesis area per instance ........................ between 6 and 7 um2

[Placement]
  Port Buf Inserts ........................ roughly 100
  Number of cells after detailed placement ........................ 1558
  HPWL after DPL ........................ approximately 33000 um
  Final Wtd Congestion ........................ about 1.0
  Post-DP Area ........................ roughly 0.0095 mm2

[Power and ir drop]
  Static leakage ........................ roughly 4.0 nW
  Power density of the placed cells ........................ 29.2 mW/mm2
  Worst supply voltage drop on vdd ........................ 15.7 uV

[Die]
  Num rows ........................ ~53
  Die extent in y ........................ between 100 and 150 um
  FP Util ........................ 0.407
  Io pins ........................ around 100
  Die area ........................ 0.0219 mm2
  Width of the die ........................ about 150 um
  Placeable Area ........................ ~0.021 mm2

[Hold path]
  WHS Path Cells ........................ 4
  Type of the tightest min-delay check ........................ in -> out

[CTS]
  Post-CTS setup buffer count ........................ 0
  Total of hold buffers inserted after clock tree synthesis ........................ 0
  Number of cells upsized or downsized after cts ........................ 0

[Run]
  Count of tool warnings ........................ just under 100
  Count of maximum capacitance violations ........................ 0

[Run status]
  Status ........................ completed

----------------------------------------------------
==> through the flow <==
step / setup WS, ps / power [mW]
final: 7600 / 0.277
after global placement: 7630 / 0.274
after global routing: 7320 / 0.299
after CTS: 7680 / 0.272
after detailed placement: 7700 / 0.271
after floorplan: 8810 / 0.171
==> worst paths after layout <==
check	startpoint	end	slack [ps]
hold / removal	opr_b_i[4]	ex_res_o[12]	9090
setup / recovery	opr_b_i[4]	ex_res_o[20]	7600
==> metal layers <==
layer / vias to the layer above / track usage / part of all wire
met3: 90 / 0.0454 / 0.070
li1: 4722 / - / -
met4: 0 / 0.164 / 0.050
met2: 485 / 0.608 / 0.45
met1: 4782 / 0.540 / 0.43
met5: - / 0 / 0
==> cells by family after synthesis <==
family          after synthesis  share of synthesized area
mux                          94                      0.167
xor+xnor                     25                     0.0257
buf+inv                     201                      0.104
compound gates              461                      0.353
simple gates                382                      0.203
fa+ha+maj                    99                      0.147
==> critical path: stages <==
cell and delay, ps:
sky130_fd_sc_hd__buf_2 80, sky130_fd_sc_hd__buf_4 470, sky130_fd_sc_hd__clkinv_1 480, sky130_fd_sc_hd__ha_1 620, sky130_fd_sc_hd__o211ai_1 160, sky130_fd_sc_hd__o21ai_1 330, sky130_fd_sc_hd__o211ai_1 200, sky130_fd_sc_hd__a2111o_1 510
sky130_fd_sc_hd__a21oi_1 210, sky130_fd_sc_hd__o21ai_0 90, sky130_fd_sc_hd__nor3b_1 180, sky130_fd_sc_hd__or4_1 420, sky130_fd_sc_hd__nand3b_1 130, sky130_fd_sc_hd__clkdlybuf4s50_1 470
==> placed cells by master, fill, tap and decap left out, drive strengths merged, types with 8 or more instances in the layout <==
master         Yosys  final
nor3              18     18
nor2b             12     12
nand4             10     10
xnor2             22     22
nor2             144    144
inv               97     97
a21oi            140    140
mux4              38     38
and2               8      8
o221ai            14     14
nand3             26     26
mux2i             49     49
buf               46     27
o211ai            23     23
nand2            113    113
a31oi             14     14
o22ai             18     18
clkdlybuf4s50      0     94
o21ai             99     99
ha                97     97
nor4               8      8
a211oi            21     21
o31ai              9      9
a221oi            22     22
o21bai            12     12
and3              10     10
a21o              16     16
==> layout make-up <==
cell class | count | area (um2)
Tap cell | 275 | 344
Multi-Input combinational cell | 1061 | 7640
Inverter | 101 | 379
Timing Repair Buffer | 121 | 1130
Fill cell | 2247 | 11500
==> power by group <==
group / total, mW / internal, mW / switching, mW
clock network: 0 / 0 / 0
logic: 0.277 / 0.109 / 0.169
registers: 0 / 0 / 0
total: 0.277 / 0.109 / 0.169
Power figures rest on the tool's default switching activity, not on a simulated workload.
